==> design.v <==
module hazard (input [3:0] ifidOP1, ifidOP2, idexOP1,
	       input idexR, w,
	       output reg pcdrive, stall);
always@(*)
begin
	pcdrive = 1'b0;
	if (w == 1'b0 && idexR && ((idexOP1 == ifidOP2) || (idexOP1 == ifidOP1)) &&
		(ifidOP1 != 0) && (ifidOP2 != 0))
	begin
		pcdrive = 1'b0;
		stall = 1'b1;
	end
	else
	begin
		pcdrive = 1'b1;
		stall = 1'b0;
	end
end
endmodule
module hazard_fixture;
reg [3:0] ifidOP1, ifidOP2, idexOP1;
reg idexR, w;
wire pcdrive, stall;
hazard hazardi (.ifidOP1(ifidOP1), .ifidOP2(ifidOP2),
		.idexOP1(idexOP1), .idexR(idexR), .w(w), .pcdrive(pcdrive), .stall(stall));
initial
begin
	$display("TIME\t ifidOP1 ifidOP2 idexOP1 idexR\t w PCDRIVE  stall");
	$monitor("%4d\t  %b\t  %b\t  %b\t   %b\t %b    %b\t      %b", $time, ifidOP1,
		ifidOP2, idexOP1, idexR, w, pcdrive, stall);
end
initial
begin
	ifidOP1 = 4'b1111;
	ifidOP2 = 4'b1111;
	idexOP1 = 4'b1111;
	idexR = 1'b1;
	w = 1'b0;
	#10
	ifidOP1 = 4'b0000;
	ifidOP2 = 4'b0001;
	idexOP1 = 4'b0010;
	idexR = 1'b0;
	w = 1'b0;
	#10
	ifidOP1 = 4'b0011;
	ifidOP2 = 4'b0100;
	idexOP1 = 4'b0101;
	idexR = 1'b1;
	w = 1'b1;
end
endmodule
==> run.sh <==
#!/bin/bash
# OpenROAD 26Q1-2900-gdf79404cd8, Yosys 0.63+post, stock flow scripts
make -C /OpenROAD-flow-scripts/flow DESIGN_CONFIG=/design/flow/config.mk WORK_HOME=/design/flow/orfs finish
==> config.mk <==
export PLATFORM = sky130hd
export DESIGN_NAME = hazard
export DESIGN_NICKNAME = hazard
export VERILOG_FILES = /design/flow/design.v
export SDC_FILE = /design/flow/constraint.sdc
export NUM_CORES = 4
export LEC_CHECK = 1
export CORE_AREA = 10 10 70 70
export DIE_AREA = 0 0 80 80
==> constraint.sdc <==
current_design hazard

set clk_period 2.0
set clk_io_pct 0.2

create_clock -name clk0 -period $clk_period

set non_clock_inputs [all_inputs -no_clocks]
set_input_delay [expr $clk_period * $clk_io_pct] -clock clk0 $non_clock_inputs
set_output_delay [expr $clk_period * $clk_io_pct] -clock clk0 [all_outputs]
==> flow_summary.rst <==
Physical design figures
=======================

.. list-table::
   :header-rows: 1

   * - Metric
     - Value
   * - Initial antenna violation count
     - 0
   * - Static Leak
     - ~0.13 nW
   * - Unrepaired setup endpoints after global routing
     - false
   * - Core ar.
     - about 0.0034 mm2
   * - Max Clock Freq
     - just over 0.5 GHz
   * - Mapped Avg Cell Area
     - 7.76 um2
   * - Number of endpoints failing setup at the final stage
     - 0
   * - Yosys xor share
     - 0.602
   * - Weighted congestion at the end of routability-driven global placement
     - between 0.6 and 0.7
   * - Pre-CTS setup slack
     - -0.508 ns
   * - Top Ports
     - 16
   * - Series of cell instances along the critical path
     - dlygate4sd2_1 > xor2_1 > nor4_2 > o21ai_1 > dlygate4sd2_1
   * - Number of max-cap violations
     - 0
   * - Tally of clock buffers in the finished layout
     - 0
   * - Total power divided by cell area
     - 144 mW/mm2
   * - Required time of the worst setup path
     - about 1.6 ns
   * - Synthesized-area fraction occupied by and/or/nand/nor cells
     - 0.290
   * - Max transition margin
     - 0.756
   * - Post-route DRC
     - 0
   * - Max Transition Viols Final
     - 0
   * - Flip-flop and latch area
     - 0 um2
   * - Vias after detailed routing
     - approximately 180
   * - Flop Count
     - 0
   * - DR pass1 iterations
     - 2
   * - Overall power after layout
     - about 0.050 mW
   * - Worst Path Class, Setup
     - in -> out
   * - Vias in the first global route
     - around 180
   * - Layout overhead on the synthesized area
     - 200%
   * - PnR worst setup slack
     - around 0.07 ns
   * - Wire length of the first global-routing pass
     - 945 um
   * - Layout cells sized above 1
     - 0.182
   * - Main logic family
     - XOR/XNOR gates
   * - Total tool warning count
     - 32
   * - Crit path launch type
     - input pin
   * - Width of the die
     - about 80 um
   * - Fp util
     - 0.0341
   * - Transition at the pin with the smallest max-transition slack
     - roughly 0.36 ns
   * - Vias per cell
     - about 2.2
   * - Cell Area, Synth
     - 116 um2
   * - Maximum number of pins on one net before global-route repair
     - 3
   * - DRC marker count from the first detailed-route iteration
     - 1
   * - Maximum VDD drop
     - just under 20 uV
   * - Wire length per cell
     - between 8 and 9 um
   * - Area fraction in full adders, half adders and majority gates
     - 0
   * - Tally of unique sky130hd cells used after synthesis
     - 5
   * - Inst Count DP
     - 77
   * - Delay-heaviest family, CP
     - buffers and inverters
   * - Critical Path AT
     - around 1.5 ns
   * - Final worst path period need
     - 1.93 ns
   * - Endpoint kind of the worst setup timing path
     - output pin
   * - Cell area after placement
     - around 330 um2
   * - Status
     - complete, no violations
   * - Count of instantiated cells in the yosys netlist
     - 15
   * - Critical Path Most Common Cell
     - sky130_fd_sc_hd__dlygate4sd2_1
   * - Critical path's slowest cell
     - sky130_fd_sc_hd__nor4_2
   * - CP Buf/Inv Count
     - 2
   * - Yosys stat chip area
     - 116 um2
   * - Antenna Nets Post-Route
     - 0
   * - Sequential-to-total area share from yosys stat
     - 0
   * - GR Util All Layers
     - 0.0189
   * - Highest cell delay on the worst timing path
     - around 0.33 ns
   * - Buffers added on ports
     - 16
   * - Standard-cell row count
     - 21
   * - Class of the most critical hold timing path
     - in -> out
   * - Chip area
     - about 0.0064 mm2
   * - Post-layout util
     - 0.102
   * - Hold Vio Cnt, Final
     - 0
   * - Compound-cell area share of the yosys netlist
     - 0.108
   * - Number of buffers inserted by hold repair at cts
     - 0
   * - Mux share
     - 0
   * - Final global-route overflow total
     - 0
   * - Detailed-route wire length
     - about 650 um
   * - Cells after synthesis
     - 15
   * - Worst-path fanout max
     - 2
   * - Synthesis warning total
     - 1
   * - Y dimension of the die
     - 80 um
   * - Post-layout period usage of the worst path
     - 0.964
   * - Summed area of non-filler cells in the final layout
     - between 300 and 400 um2
   * - Final cell count without fillers
     - between 70 and 80
   * - Number of diodes
     - 0
-- tightest hold or removal path: stages --
cell and delay [ns]:
sky130_fd_sc_hd__clkdlybuf4s15_1 0.21, sky130_fd_sc_hd__xor2_1 0.18, sky130_fd_sc_hd__nor4_2 0.06, sky130_fd_sc_hd__o21a_1 0.19
sky130_fd_sc_hd__buf_2 0.11
-- cell type report --
type / instances / area (um2)
Tap cell: 46 / 57.6
Multi-Input combinational cell: 15 / 135
Fill cell: 407 / 3070
Timing Repair Buffer: 18 / 156
-- Yosys cell counts --
| master | instances | area, um2 |
|---|---|---|
| sky130_fd_sc_hd__nor4_1 | 4 | 25.0 |
| sky130_fd_sc_hd__nor4b_1 | 1 | 8.76 |
| sky130_fd_sc_hd__o21a_1 | 1 | 7.51 |
| sky130_fd_sc_hd__o21ai_0 | 1 | 5.00 |
| sky130_fd_sc_hd__xor2_1 | 8 | 70.1 |
-- metal layers --
metal,vias to the layer above,GRT usage,wire length [um]
met5,-,0,0
met4,0,0,0
met3,0,0,4
met2,4,0.0385,375
met1,79,0.0224,273
li1,93,-,-
-- per-stage QoR --
stage          hold slack [ns]  TNS [ns]
4_1_cts                   1.59         0
3_5_place_dp              1.86    -0.937
3_3_place_gp              1.86    -0.925
6_report                  1.55         0
5_1_grt                   1.62         0
2_1_floorplan            0.865         0
-- final timing paths --
kind                   start       to  slack (ns)  cells after the start
setup / recovery  idexOP1[2]  pcdrive        0.07                      5
hold / removal    idexOP1[1]    stall        1.55                      5
-- power by group --
part	total (mW)	internal [mW]	switching, mW
clock network	0	0	0
registers	0	0	0
logic	0.0502	0.0296	0.0206
-- placed cells by master, fill, tap and decap left out --
cell,instances
sky130_fd_sc_hd__buf_4,2
sky130_fd_sc_hd__nor4b_2,1
sky130_fd_sc_hd__xor2_1,8
sky130_fd_sc_hd__nor4_1,2
sky130_fd_sc_hd__buf_2,1
sky130_fd_sc_hd__dlygate4sd2_1,11
sky130_fd_sc_hd__clkdlybuf4s15_1,2
sky130_fd_sc_hd__clkdlybuf4s50_1,2
sky130_fd_sc_hd__o21ai_1,1
sky130_fd_sc_hd__o21a_1,1
sky130_fd_sc_hd__nor4_2,2
-- timing repair --
action | CTS | global route
gates resized | 20 | 2
endpoints found under the setup margin | 2 | 2
buffers inserted | 3 | 0
pin swaps | 5 | 1
-- cell families after synthesis --
kind of cell,count (synthesis)
compound gates,2
xor+xnor,8
simple gates,5
No activity file was given, so power comes from the tool's default toggle rates.
