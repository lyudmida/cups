$ cat config.mk
export PLATFORM = sky130hd
export DESIGN_NAME = forward
export DESIGN_NICKNAME = forward
export VERILOG_FILES = /design/flow/design.v
export SDC_FILE = /design/flow/constraint.sdc
export NUM_CORES = 4
export LEC_CHECK = 1
export CORE_AREA = 10 10 70 70
export DIE_AREA = 0 0 80 80
$ cat constraint.sdc
current_design forward

set clk_period 1.5
set clk_io_pct 0.2

create_clock -name clk0 -period $clk_period

set non_clock_inputs [all_inputs -no_clocks]
set_input_delay [expr $clk_period * $clk_io_pct] -clock clk0 $non_clock_inputs
set_output_delay [expr $clk_period * $clk_io_pct] -clock clk0 [all_outputs]
$ cat design.v
module forward (input [3:0] idexOP1, idexOP2, exmemOP1, memwbOP1,
		input [2:0] exmemregWrite, memwbregWrite,
		input exmemW,
		output reg [2:0] C, D,
		output reg E);
always@(*)
begin
	C = 3'bxxx;
	D = 3'bxxx;
	E = 1'b0;
	if (memwbregWrite && (memwbOP1 != 0) && (memwbOP1 == idexOP1))
		D = 3'b001;
	if (memwbregWrite && (memwbOP1 != 0) && (memwbOP1 == idexOP2))
		C = 3'b001;
	if (exmemregWrite && (exmemOP1 != 0) && (exmemOP1 == idexOP1))
		D = 3'b010;
	if (exmemregWrite && (exmemOP1 != 0) && (exmemOP1 == idexOP2))
		C = 3'b010;
	if (exmemregWrite[2] && (idexOP1 == 4'b1111) && (exmemOP1 == idexOP1))
		D = 3'b011;
	if (exmemregWrite[2] && (idexOP2 == 4'b1111) && (exmemOP1 == idexOP2))
		C = 3'b011;
	if (memwbregWrite && exmemW && (memwbOP1 != 0) && (memwbOP1 == exmemOP1))
		E = 1'b1;
end
endmodule
module forward_fixture;
reg [3:0] idexOP1, idexOP2, exmemOP1, memwbOP1;
reg [2:0] exmemregWrite, memwbregWrite;
reg exmemW;
wire [2:0] C, D;
wire E;
forward forwardi (.idexOP1(idexOP1), .idexOP2(idexOP2), .exmemOP1(exmemOP1), .memwbOP1(memwbOP1),
		  .exmemregWrite(exmemregWrite), .memwbregWrite(memwbregWrite), .exmemW(exmemW),
		  .C(C), .D(D), .E(E));
initial
begin
	$display("idexOP1 idexOP2 exmemOP1 memwbOP1 exmemRW memwbRW exmemW  C   D  E");
	$monitor("  %b    %b    %b     %b     %b     %b      %b   %b %b %b", idexOP1, idexOP2,
		exmemOP1, memwbOP1, exmemregWrite, memwbregWrite, exmemW, C, D, E);
end
initial
begin
	idexOP1 = 4'b0001; idexOP2 = 4'b000;
	exmemOP1 = 4'b0001; memwbOP1 = 4'b0001;
	exmemregWrite = 3'b001; memwbregWrite = 3'b010; exmemW = 1'b0;
	#10;
	idexOP1 = 4'b0010; idexOP2 = 4'b000;
	exmemOP1 = 4'b0001; memwbOP1 = 4'b0001;
	exmemregWrite = 3'b001; memwbregWrite = 3'b010; exmemW = 1'b0;
	#10;
	idexOP1 = 4'b0000; idexOP2 = 4'b000;
	exmemOP1 = 4'b0011; memwbOP1 = 4'b0001;
	exmemregWrite = 3'b010; memwbregWrite = 3'b010; exmemW = 1'b1;
end
endmodule
$ cat run.sh
#!/bin/bash
# OpenROAD 26Q1-2900-gdf79404cd8, Yosys 0.63+post, stock flow scripts
make -C /OpenROAD-flow-scripts/flow DESIGN_CONFIG=/design/flow/config.mk WORK_HOME=/design/flow/orfs finish
==> summary.txt <==
The synthesis and PnR run went through. Setup repair after global routing could not meet its margin everywhere. Measured along the x axis, the die boundary spans 80 um. In this run, flip-flops and latches consume 0% of the power.

The final reports fail on setup timing. Looking at the power breakdown, combinational cells take 100.0% of the total. Number of hold violations in the final report landed at 0. Share of total power in the clock network landed at 0%. Leakage power figure landed at 0.303 nW. The routed design shows a via density per instance of 3.05.

Synthesis-to-layout area growth landed at 194%. At the end of routability-driven placement, the weighted congestion stood at 0.718. Synthesis handed over a netlist of 33 instances. Portion of the post-synthesis area used by sequential elements landed at 0%. The report lists the cells along the critical path as buf_8 > or4_4 > o31ai_4 > or3_1 > buf_2. Net switching component of the power landed at 0.0000571 W. The most critical hold endpoint after final layout shows a slack of 969 ps. Die footprint landed at 6400 sq um. Number of cells in Yosys stat landed at 33. Count of buffers from port buffering landed at 28. The sequential cells in the finished layout cover a total of 0 sq um. Number of routed nets with antenna violations landed at 0. Share of the cycle needed by the critical path after routing landed at 105%. The largest individual stage delay along the critical path comes from the cell sky130_fd_sc_hd__or4_4. Number of buffer and inverter stages on the critical path landed at 2.

Number of antenna cells inserted landed at 0. By area the synthesized netlist is led by sky130_fd_sc_hd__xnor2_1 (39%), sky130_fd_sc_hd__nand4_1 (8.3%), sky130_fd_sc_hd__or3_1 (8.3%). The routed layout reports a DRC error count of 0. Largest fanout on the critical path landed at 4. The worst setup path is of the primary input to primary output kind. The final timing report derives a shortest allowable period of 1570 ps. Top cell type's share of synthesized area landed at 38.7%. Cells fill 19.5% of the core in the end.

Overall overflow remaining after global route landed at 0. Maximum VDD drop landed at 0.0328 mV. Global-route usage over all layers landed at 3.49%. Chip height landed at 80 um.

The flow ran to the end, but the final reports show violations. Wire length of the first global-routing pass landed at 1.90 mm. The type recorded for the worst min-delay path is primary input to primary output. Per the cell usage report, the commonest logic cells after layout are sky130_fd_sc_hd__xnor2_2 (8), sky130_fd_sc_hd__dlygate4sd2_1 (7), sky130_fd_sc_hd__clkbuf_2 (7), sky130_fd_sc_hd__buf_6 (7), sky130_fd_sc_hd__buf_2 (5). The critical path in the final layout is reported with a setup slack of -70.5 ps.

Number of search-and-repair iterations in the first detailed-routing pass landed at 3. Yosys warning count landed at 1. The worst setup path is launched from a primary input.

The OpenROAD report gives the critical path a data arrival time of 1270 ps. Number of setup violations in the final report landed at 4. The worst setup path is captured at a primary output. Summing over the stages, the warning tally comes to 34.

Max-slew check failures listed in the final report amount to 0. The synthesized netlist contains 12 unique library cells. Count of clock buffers in the final design landed at 0.

The number of maximum-capacitance violations recorded for the run is 0. The detailed router reported a total wirelength of 1.25 mm. Boundary pin count landed at 30. The detailed router placed 351 vias in this run. Sequential cell count landed at 0. Cells with a size suffix above 1 make up 53.6% of the layout. The flow reported a cell area power density of 238 nW/um^2.

Entering global routing, the biggest net connects 5 pins. Number of antenna violations at the first check in global routing landed at 0. The cell family contributing the most delay on the critical path is simple AND/OR/NAND/NOR gates. The synthesized design spends more area on one cell type than any other, namely sky130_fd_sc_hd__xnor2_1.

According to the floorplan report, the placeable core area is 3420 sq um. For this run the detailed placement stage logged an HPWL of 1.07 mm. The longest incremental delay of any stage on the critical path is reported as 540 ps. Count of routing violations after the opening detailed-route iteration landed at 15.

Routed wire length per instance landed at 10.9 um. Placement-stage cell area landed at 598 sq um. Before any placement, the netlist area is recorded as 226 sq um.

Number of rows in the core area landed at 21. Final setup TNS landed at -161 ps. Before placement the cells fill 6.63% of the core. Chip area from the yosys synthesis statistics landed at 226 sq um.

Dividing the synthesized area by the synthesized cell count gives 6.86 sq um. Derived from the worst setup path, the maximum achievable clock frequency is 0.637 GHz. Among logic cells in the layout, the one with the most instances is sky130_fd_sc_hd__xnor2_2. According to the timing report, the data required time at the worst endpoint equals 1200 ps.

Cell internal power was estimated by the tool at 0.000101 W. Final design area excluding fillers landed at 666 sq um. The layout has 383 filler cells.

Switching share of total power landed at 36.1%. The number of global-route vias before repair came to 397.
==> synthesized netlist by cell type <==
cell                      count
sky130_fd_sc_hd__nand3_1      2
sky130_fd_sc_hd__o31ai_2      1
sky130_fd_sc_hd__xnor2_1     10
sky130_fd_sc_hd__nand2_1      2
sky130_fd_sc_hd__nor2_1       4
sky130_fd_sc_hd__or4_1        1
sky130_fd_sc_hd__xor2_1       2
sky130_fd_sc_hd__or3_1        3
sky130_fd_sc_hd__conb_1       1
sky130_fd_sc_hd__nand4_1      3
sky130_fd_sc_hd__nor4_1       2
sky130_fd_sc_hd__buf_4        2
==> worst paths after layout <==
kind	from	endpoint	slack, ps	depth (start not counted)
setup / recovery	exmemOP1[3]	D[0]	-70	5
hold / removal	exmemW	E	970	4
==> final cells by class <==
class	instances	area, sq um	share of cell area, %
multi-input combinational	32	294	44.2
timing repair buffer	37	314	47.2
tap	46	57.6	8.65
==> metrics by stage <==
step | cells | worst slack [ps] | power [W]
after global placement | 112 | -825 | 0.000142
after detailed placement | 112 | -842 | 0.000142
after global routing | 115 | -130 | 0.000171
final | 115 | -70.5 | 0.000158
after floorplan | 34 | 150 | 0.0000419
after CTS | 113 | -67.1 | 0.000133
==> power by group through the flow <==
stage / Sequential [W] / Clock [W] / Combinational [W]
finish: 0 / 0 / 0.000158
CTS: 0 / 0 / 0.000133
global route: 0 / 0 / 0.000171
==> what timing repair did <==
item / in CTS / in global routing
pin swaps: 12 / 16
setup buffers: 1 / 2
hold buffers: 0 / 0
gates resized: 63 / 31
endpoints found under the setup margin: 5 / 5
endpoints found under the hold margin: 0 / 0
==> kinds of logic after synthesis <==
| kind of cell | synth area share, % |
|---|---|
| xor+xnor | 46.4 |
| simple gates | 39.8 |
| buf+inv | 6.63 |
| compound gates | 5.52 |
| other cells | 1.66 |
==> routing by layer <==
metal | vias to the layer above | routed length (um) | global-route usage [%] | part of all wire (%)
met1 | 150 | 564 | 4.89 | 45
met5 | - | 0 | 0 | 0
met4 | 0 | 0 | 0 | 0
met3 | 0 | 100 | 0.568 | 8.0
li1 | 186 | - | - | -
met2 | 15 | 586 | 5.78 | 47
==> worst min-delay path, delay by kind of cell <==
kind | cells | cell delay (ps)
AND/OR/NAND/NOR | 2 | 140
buffers and inverters | 2 | 230
Power is estimated from default activity; no workload was simulated.
